<file path="./run.sh">
#!/bin/bash
# OpenROAD 26Q1-2900-gdf79404cd8, Yosys 0.63+post, stock flow scripts
make -C /OpenROAD-flow-scripts/flow DESIGN_CONFIG=/design/flow/config.mk WORK_HOME=/design/flow/orfs finish
</file>
<file path="./config.mk">
export PLATFORM = sky130hd
export DESIGN_NAME = wrapper
export DESIGN_NICKNAME = wrapper
export VERILOG_FILES = /design/flow/design.v
export SDC_FILE = /design/flow/constraint.sdc
export NUM_CORES = 4
export LEC_CHECK = 1
export CORE_UTILIZATION = 30
</file>
<file path="./constraint.sdc">
current_design wrapper

set clk_period 10.2
set clk_io_pct 0.2

create_clock -name clk0 -period $clk_period [get_ports {CLOCK_50}]

set non_clock_inputs [all_inputs -no_clocks]
set_input_delay [expr $clk_period * $clk_io_pct] -clock clk0 $non_clock_inputs
set_output_delay [expr $clk_period * $clk_io_pct] -clock clk0 [all_outputs]
</file>
<file path="./design.v">
module D_ff8bit (
	input logic clk,EN,rst,
	input logic [7:0] d,
	output logic [7:0] q);
always_ff @(negedge rst or posedge clk) begin 
if (!rst) 
  	q <= 0;
 else	if (!EN)
	q <= d;
end 
endmodule 
module bit8mux (
			input logic I0,I1,I2,I3,I4,I5,I6,I7,
			input logic [2:0] sel,
			output logic f);
always @* begin 
case (sel)  
		3'b000: f = I0;
		3'b001: f = I1;
		3'b010: f = I2;
		3'b011: f = I3;
		3'b100: f = I4;
		3'b101: f = I5;
		3'b110: f = I6;
		3'b111: f = I7;
endcase 
end 
endmodule
module ex1 (
	input logic [2:0] expA,expB,
	output logic [3:0] expdiff,
	output logic [2:0] finalexp);
subexp subexp01 (
						.a(expA),
						.b(expB),
						.cin(1'b1),
						.result (expdiff));
always @* begin 
if (expdiff[3] == 0 ) 
			finalexp = expA;
else
			finalexp = expB;
end 
endmodule
module ex2 (
			input logic [2:0] expA,expB,
			input logic [3:0] fractA, fractB,
			output logic [3:0] biggerfract,smallerfract);
			logic [3:0] expdiff;
		logic [4:0] fractdiff;
ex1 lab3 ( 
				.expA(expA),
				.expB(expB),
				.expdiff(expdiff));
subfract lab31 (
				.fractA(fractA),
				.fractB(fractB),
				.cin(1'b1),
				.result(fractdiff));
always @* begin 
	if (expdiff == 0) begin 
		if (fractdiff[4] == 0) begin 	
		biggerfract = fractA;
		smallerfract = fractB;
		end 
		else begin
		biggerfract = fractB;
		smallerfract = fractA;
		end 
		end 
	else if (expdiff[3] == 0) begin	
			biggerfract = fractA;
			smallerfract = fractB;
			end
			else begin
			biggerfract = fractB;
			smallerfract = fractA;
			end
			end 
			endmodule
module ex3 (
	input logic [2:0] expA,expB,
	input logic [3:0] fractA,fractB,
	output logic [6:0] shifted_fract);
	logic [3:0] smallerfract;
	logic [3:0] expdiff;
	logic [3:0] count;
ex2 lab32 (
				.expA(expA),
				.expB(expB),
				.fractA(fractA),
				.fractB(fractB),
				.smallerfract(smallerfract));
ex1 lab3 ( 
				.expA(expA),
				.expB(expB),
				.expdiff(expdiff));
always @* begin 
	if (expdiff[3] == 0) 
		count = expdiff;
	else 
		count = -expdiff;
end 
bit8mux shift1 (.I0(1'b1),						.I1(1'b0),							.I2(1'b0),						.I3(1'b0),						.I4(1'b0),					.I5(1'b0),						.I6(1'b0),		.I7(1'b0),						.sel(count[2:0]),.f(shifted_fract[6]));
bit8mux shift2 (.I0(smallerfract[3]),		.I1(1'b1),							.I2(1'b0),						.I3(1'b0),						.I4(1'b0),					.I5(1'b0),						.I6(1'b0),		.I7(1'b0),						.sel(count[2:0]),.f(shifted_fract[5]));
bit8mux shift3 (.I0(smallerfract[2]),		.I1(smallerfract[3]),			.I2(1'b1),						.I3(1'b0),						.I4(1'b0),					.I5(1'b0),						.I6(1'b0),		.I7(1'b0),						.sel(count[2:0]),.f(shifted_fract[4]));
bit8mux shift4 (.I0(smallerfract[1]),		.I1(smallerfract[2]),			.I2(smallerfract[3]),		.I3(1'b1),						.I4(1'b0),					.I5(1'b0),						.I6(1'b0),		.I7(1'b0),						.sel(count[2:0]),.f(shifted_fract[3]));
bit8mux shift5 (.I0(smallerfract[0]),		.I1(smallerfract[1]),			.I2(smallerfract[2]),		.I3(smallerfract[3]),		.I4(1'b1),					.I5(1'b0),						.I6(1'b0),		.I7(1'b0),						.sel(count[2:0]),.f(shifted_fract[2]));
bit8mux shift6 (.I0(1'b0),						.I1(smallerfract[0]),			.I2(smallerfract[1]),		.I3(smallerfract[2]),		.I4(smallerfract[3]),	.I5(1'b1),						.I6(1'b0),		.I7(1'b0),						.sel(count[2:0]),.f(shifted_fract[1]));
bit8mux shift7 (.I0(1'b0),						.I1(1'b0),							.I2(smallerfract[0]),		.I3(smallerfract[1]),		.I4(smallerfract[2]),	.I5(smallerfract[3]),		.I6(1'b1),		.I7(1'b0),						.sel(count[2:0]),.f(shifted_fract[0]));
endmodule 
module ex5 (
		input logic cin,
		input logic [2:0] expA,expB,
		input logic [3:0] fractA,fractB,
		output logic [3:0] resultfract,
		output logic [2:0] resultexp,
		input logic signA, signB,
		output logic result_sign,
		output logic [7:0] shifted_manista);
logic [6:0] shifted_fract,biggerfract;
logic [7:0] tempfract;
logic [3:0]	temp;
logic [2:0] biggerexp,count;
ex3 lab33 ( 
				.expA(expA),
				.expB(expB),
				.fractA(fractA),
				.fractB(fractB),
				.shifted_fract(shifted_fract));
ex2 lab34 (
				.expA(expA),
				.expB(expB),
				.fractA(fractA),
				.fractB(fractB),
				.biggerfract(temp));
assign biggerfract = {1'b1,temp,2'b00};
submanista submanista11 (
									.manistaA(biggerfract),
									.manistaB(shifted_fract),
									.cin(cin ^ signA ^ signB),
									.result(tempfract));
ex1 finalexp1 (
					.expA(expA),
					.expB(expB),	
					.finalexp(biggerexp));
bit8mux shift11 (.I0(tempfract[6]),		.I1(tempfract[5]),			.I2(tempfract[4]),			.I3(tempfract[3]),		.I4(tempfract[2]),	.I5(tempfract[1]),	.I6(tempfract[0]),	.I7(tempfract[7]),				.sel(count[2:0]),	.f(shifted_manista[7]));
bit8mux shift12 (.I0(tempfract[5]),		.I1(tempfract[4]),			.I2(tempfract[3]),			.I3(tempfract[2]),		.I4(tempfract[1]),	.I5(tempfract[0]),	.I6(1'b0),				.I7(tempfract[6]),				.sel(count[2:0]),	.f(shifted_manista[6]));
bit8mux shift13 (.I0(tempfract[4]),		.I1(tempfract[3]),			.I2(tempfract[2]),			.I3(tempfract[1]),		.I4(tempfract[0]),	.I5(1'b0),				.I6(1'b0),				.I7(tempfract[5]),				.sel(count[2:0]),	.f(shifted_manista[5]));
bit8mux shift14 (.I0(tempfract[3]),		.I1(tempfract[2]),			.I2(tempfract[1]),			.I3(tempfract[0]),		.I4(1'b0),				.I5(1'b0),				.I6(1'b0),				.I7(tempfract[4]),				.sel(count[2:0]),	.f(shifted_manista[4]));
bit8mux shift15 (.I0(tempfract[2]),		.I1(tempfract[1]),			.I2(tempfract[0]),			.I3(1'b0),					.I4(1'b0),				.I5(1'b0),				.I6(1'b0),				.I7(tempfract[3]),				.sel(count[2:0]),	.f(shifted_manista[3]));
bit8mux shift16 (.I0(tempfract[1]),		.I1(tempfract[0]),			.I2(1'b0),						.I3(1'b0),					.I4(1'b0),				.I5(1'b0),				.I6(1'b0),				.I7(tempfract[2]),				.sel(count[2:0]),	.f(shifted_manista[2]));
bit8mux shift17 (.I0(tempfract[0]),		.I1(1'b0),						.I2(1'b0),						.I3(1'b0),					.I4(1'b0),				.I5(1'b0),				.I6(1'b0),				.I7(tempfract[1]),				.sel(count[2:0]),	.f(shifted_manista[1]));
bit8mux shift18 (.I0(1'b0),				.I1(1'b0),						.I2(1'b0),						.I3(1'b0),					.I4(1'b0),				.I5(1'b0),				.I6(1'b0),				.I7(tempfract[0]),				.sel(count[2:0]),	.f(shifted_manista[0]));
always_comb begin  
	case (count)
		3'b111 : resultexp = biggerexp + 1;
		default : resultexp = biggerexp - count;
	endcase 
end 
assign resultfract = shifted_manista[6:3];
assign count[2] = (~tempfract[6] & ~tempfract[5] & ~tempfract[4] & ~tempfract[3] & tempfract[0]) | (~tempfract[6] & ~tempfract[5] & ~tempfract[4] & ~tempfract[3] & tempfract[1]) | (~tempfract[6] & ~tempfract[5] & ~tempfract[4] & ~tempfract[3] & tempfract[2]) | (tempfract[7]);
assign count[1] = (~tempfract[6] & ~tempfract[5] & tempfract[3]) | (~tempfract[6] & ~tempfract[5] & tempfract[4]) | (tempfract[7]);
assign count[0] = (~tempfract[6] & ~tempfract[4] & ~tempfract[2] & tempfract[1]) | (~tempfract[6] & ~tempfract[4] & tempfract[3]) | (~tempfract[6] & tempfract[5]) | (tempfract[7]);
always_comb begin 
	if (temp == fractA)
		result_sign = signA;
	else 
		result_sign = signB ^ cin;
end
endmodule 
module subexp ( 
					input logic [2:0] a,b,
					input logic cin,
					output logic [3:0] result);
	logic [2:0] cout;			
adder subexp1 ( 
					.a(a[0]),
					.b(b[0] ^ cin),
					.cin(cin),
					.sum(result[0]),
					.cout(cout[0]));
adder subexp2 ( 
					.a(a[1]),
					.b(b[1] ^ cin),
					.cin(cout[0]),
					.sum(result[1]),
					.cout(cout[1]));
adder subexp3 ( 
					.a(a[2]),
					.b(b[2] ^ cin),
					.cin(cout[1]),
					.sum(result[2]),
					.cout(cout[2]));
adder subexp4 ( 
					.a(0),
					.b(cin),
					.cin(cout[2]),
					.sum(result[3]));
endmodule 			
module adder ( 
		input logic a, b, cin,
		output logic cout, sum);
		assign cout = (a & b)  | ((a ^ b ) & cin);
		assign sum = a ^ b ^ cin;
endmodule 
module subfract (
	input logic [3:0] fractA,fractB,
	input logic cin,
	output logic [4:0] result);
	logic [3:0] cout;
adder subfract1 (
						.a(fractA[0]),
						.b(fractB[0] ^ cin),
						.cin(cin),
						.cout(cout[0]),
						.sum(result[0]));
adder subfract2 (
						.a(fractA[1]),
						.b(fractB[1] ^ cin),
						.cin(cout[0]),
						.cout(cout[1]),
						.sum(result[1]));
adder subfract3 (
						.a(fractA[2]),
						.b(fractB[2] ^ cin),
						.cin(cout[1]),
						.cout(cout[2]),
						.sum(result[2]));
adder subfract4 (
						.a(fractA[3]),
						.b(fractB[3] ^ cin),
						.cin(cout[2]),
						.cout(cout[3]),
						.sum(result[3]));
adder subfract5 (
						.a(1'b0),
						.b(cin),
						.cin(cout[3]),
						.sum(result[4]));
endmodule 
module submanista (
	input logic [6:0] manistaA,manistaB,
	input logic cin,
	output logic [7:0] result);
	logic [6:0] cout;
adder submanista1 (
						.a(manistaA[0]),
						.b(manistaB[0] ^ cin),
						.cin(cin),
						.cout(cout[0]),
						.sum(result[0]));
adder submanista2 (
						.a(manistaA[1]),
						.b(manistaB[1] ^ cin),
						.cin(cout[0]),
						.cout(cout[1]),
						.sum(result[1]));
adder submanista3 (
						.a(manistaA[2]),
						.b(manistaB[2] ^ cin),
						.cin(cout[1]),
						.cout(cout[2]),
						.sum(result[2]));
adder submanista4 (
						.a(manistaA[3]),
						.b(manistaB[3] ^ cin),
						.cin(cout[2]),
						.cout(cout[3]),
						.sum(result[3]));
adder submanista5 (
						.a(manistaA[4]),
						.b(manistaB[4] ^ cin),
						.cin(cout[3]),
						.cout(cout[4]),
						.sum(result[4]));
adder submanista6 (
						.a(manistaA[5]),
						.b(manistaB[5] ^ cin),
						.cin(cout[4]),
						.cout(cout[5]),
						.sum(result[5]));
adder submanista7 (
						.a(manistaA[6]),
						.b(manistaB[6] ^ cin),
						.cin(cout[5]),
						.cout(cout[6]),
						.sum(result[6]));
adder submanista8 (
						.a(0),
						.b(cin),
						.cin(cout[6]),
						.sum(result[7]));
endmodule 
module wrapper (
	input logic [9:0] SW,
	output logic [7:0] LEDR,
	input logic [3:0] KEY,
	input logic CLOCK_50);
logic [7:0] tempA,tempB,tempA_ff;	
	D_ff8bit A (
					.clk(CLOCK_50),
					.d(SW[7:0]),
					.rst(KEY[2]),
					.EN (KEY[0]),
					.q(tempA));
	D_ff8bit B (
					.clk(CLOCK_50),
					.d(SW[7:0]),
					.rst(KEY[2]),
					.EN (KEY[1]),
					.q(tempB));
	D_ff8bit A_ff (
					.clk(CLOCK_50),
					.d(tempA),
					.rst(KEY[2]),
					.EN (KEY[1]),
					.q(tempA_ff));
ex5 finalform (
					.cin(SW[8]),
					.expA(tempA_ff[6:4]),
					.expB(tempB[6:4]),
					.fractA(tempA_ff[3:0]),
					.fractB(tempB[3:0]),
					.signA(tempA_ff[7]),
					.signB(tempB[7]),
					.result_sign(LEDR[7]),
					.resultexp(LEDR[6:4]),
					.resultfract(LEDR[3:0]));
endmodule
</file>
==> results.cfg <==
; synthesis and place-and-route metrics
[cells_and_area]
final_common_cell = mux2_2
area_growth_pct = 13.9
lay_top_cells = mux2_2 (26), dfrtp_1 (24), clkdlybuf4s50_1 (20)
drive_gt1_frac = 0.166
stdcell_count = 367

[global_route]
grt_max_degree = 25
grt_overflow = 0
antenna_found_initial = 0
grtUsageTotal = 0.116
grt_pass1_wl_mm = 8.00
grt_pass1_vias = 1656

[final_timing]
setup_viol = 0
period_minus_slack_ns = 9.69
worstMarginPinSlew_ns = 0.718
fmax_mhz = 103
skew_ns = 0.000668
finalCritPeriodShare = 0.950
slew_viol_final = 0
hold_viol_final = 0
tns_ns = 0
rsz0062_at_grt = no
slew_headroom = 0.520

[placement]
port_buffers = 20
dp_cells = 363
place_congestion = 0.845
dp_hpwl_mm = 3.59

[routing]
n_antenna_cell = 0
vias = 1826
drc = 0
post_drt_wl_per_cell_um = 12.5
drtPass1Iterations = 4
drt_iter0_drc = 131
routed_via_density = 4.98
drtAntennaViolNets = 0
wl_mm = 4.58

[logic_synthesis]
synth_cell_types = 53
syn_inst = 255
synth_top_flop_cell = dfrtp_1
yosysChipArea_mm2 = 0.00242
yosys_cells = 255
edf_count = 0
async_flop_share = 1.00
syn_area_per_cell_um2 = 9.50
synth_flops = 24
syn_area_mm2 = 0.00242
ys_seq_frac = 0.248
yosys_warnings = 8

[critical_path]
cp_num_buf_inv = 5
path_depth = 21
crit_start = SW[8]
worstRegToRegCells = 1
ff2ff_setup_slack_ns = 9.30
crit_path_start_kind = input port
path_delay_family = adder cells
rr_startpoint = A_ff.q[2]
cpPeakStageDelay_ns = 0.57
crit_type = input port to output port
crit_arrival_ns = 7.65
critPathMaxFanout = 12
crit_path_end = LEDR[0]
crit_slowest_cell = fa_1
r2r_end = A_ff.q[2]
crit_chain = clkdlybuf4s50_1 > xor3_4 > ha_1 > ha_1 > fa_1 > fa_1 > fa_1 > fa_1 > inv_1 > o21ai_0 > a21oi_1 > o211ai_1 > inv_1 > ha_1 > ha_1 > nor4_1 > buf_4 > a221o_1 > nor2_1 > a221oi_1 > clkdlybuf4s50_1
cp.required_ns = 8.16
worstSetupEndpointType = output port

[floorplanning]
core-area_mm2 = 0.00777
die_h_um = 91.9
fp_util = 0.312
fp.dieW_um = 91.9
fp-row-count = 32
pin_count = 23
chip_area_mm2 = 0.00844

[cts]
cts_sinks = 24
ctsResizeCount = 0
clk_path_buf_depth = 2
clk_latency_ns = 0.26
cts.clk_slew.worst_paths_ns = 0.08
htree_levels = 1
cts_post_setup_buffers_inserted = 0
cts_tree = built
root_buffer = clkbuf_8
cts-buffers-inserted = 3
ctsHoldBuffers = 0

[outcome]
status = complete, no violations

[flow_run]
maxCapViolations = 0
tool_warnings = 35

[worst_hold_path]
hold_depth = 1
hp-class = flop to flop
[stage by stage]
stage	setup slack, ns	utilization	hold WS (ns)	instance area (um^2)
4_1_cts	0.372	0.354	0.507	2750
3_3_place_gp	0.408	0.347	0.483	2700
5_1_grt	0.00451	0.355	0.516	2760
2_1_floorplan	1.38	-	0.475	2420
6_report	0.511	0.355	0.503	2760
3_5_place_dp	0.371	0.347	0.488	2700
[state kept, by name (all words and copies together) (netlist names)]
signal	count
A.q	8
A_ff.q	8
B.q	8
[per-layer routing]
layer,vias up,global-route usage,part of all wire
li1,938,-,-
met1,848,0.192,0.52
met4,0,0.0104,0.0055
met3,2,0.00591,0.024
met2,38,0.177,0.45
met5,-,0,0
[final cells by class]
type	count	area [um^2]
well taps	102	128
repair buffers	25	238
inverters	19	71.3
multi-input cells	193	1670
clock buffers	4	55.1
fillers	818	5010
flip-flops and latches	24	601
[worst min-delay path by stage]
stage          start         to
CTS           A.q[4]  A_ff.q[4]
global route  A.q[5]     A.q[5]
finish        A.q[4]  A_ff.q[4]
[logic make-up after synthesis]
group,after synthesis,synth area share
adders and majority gates,24,0.146
xor gates and xnor gates,17,0.0713
buffers and inverters,38,0.0677
and+or+nand+nor,56,0.120
DFF,24,0.248
AOI/OAI and AO/OA,63,0.193
muxes,33,0.154
[cell usage after synthesis (2+ instances only)]
master,count,area (um^2)
o311ai_4,2,52.6
a221oi_1,2,17.5
mux2_1,5,56.3
a311oi_1,2,17.5
o211ai_1,3,22.5
nand4_1,2,12.5
a31oi_1,7,43.8
fa_1,7,140
o21ai_0,6,30.0
ha_1,17,213
a21o_1,3,22.5
xnor2_1,5,43.8
o21ai_1,5,25.0
nor2b_1,2,12.5
a222oi_1,2,20.0
clkbuf_1,12,45.0
nor2_1,11,41.3
nand2_1,16,60.1
inv_2,2,7.51
nand2b_1,7,43.8
nand3_1,3,15.0
mux2_2,26,293
xor2_1,10,87.6
inv_1,17,63.8
a21oi_1,17,85.1
nand3b_1,4,30.0
nor4_1,3,18.8
or3_1,2,12.5
o21a_1,2,15.0
buf_2,2,10.0
a221o_1,2,20.0
buf_4,5,37.5
dfrtp_1,24,601

### /design/flow/config.mk
export PLATFORM = sky130hd
export DESIGN_NAME = ex4
export DESIGN_NICKNAME = ex4
export VERILOG_FILES = /design/flow/design.v
export SDC_FILE = /design/flow/constraint.sdc
export NUM_CORES = 4
export LEC_CHECK = 1
export CORE_AREA = 10 10 70 70
export DIE_AREA = 0 0 80 80
### /design/flow/constraint.sdc
current_design ex4

set clk_period 2.8
set clk_io_pct 0.2

create_clock -name clk0 -period $clk_period

set non_clock_inputs [all_inputs -no_clocks]
set_input_delay [expr $clk_period * $clk_io_pct] -clock clk0 $non_clock_inputs
set_output_delay [expr $clk_period * $clk_io_pct] -clock clk0 [all_outputs]
### /design/flow/design.v
module ex1 (
	input logic [2:0] expA,expB,
	output logic [3:0] expdiff,
	output logic [2:0] finalexp);
subexp subexp01 (
						.a(expA),
						.b(expB),
						.cin(1'b1),
						.result (expdiff));
always @* begin 
if (expdiff[3] == 0 ) 
			finalexp = expA;
else
			finalexp = expB;
end 
endmodule
module ex2 (
			input logic [2:0] expA,expB,
			input logic [3:0] fractA, fractB,
			output logic [3:0] biggerfract,smallerfract);
			logic [3:0] expdiff;
		logic [4:0] fractdiff;
ex1 lab3 ( 
				.expA(expA),
				.expB(expB),
				.expdiff(expdiff));
subfract lab31 (
				.fractA(fractA),
				.fractB(fractB),
				.cin(1'b1),
				.result(fractdiff));
always @* begin 
	if (expdiff == 0) begin 
		if (fractdiff[4] == 0) begin 	
		biggerfract = fractA;
		smallerfract = fractB;
		end 
		else begin
		biggerfract = fractB;
		smallerfract = fractA;
		end 
		end 
	else if (expdiff[3] == 0) begin	
			biggerfract = fractA;
			smallerfract = fractB;
			end
			else begin
			biggerfract = fractB;
			smallerfract = fractA;
			end
			end 
			endmodule
module ex4 (
	input logic [2:0] expA, expB,
	input logic [3:0] fractA,fractB,
	input logic signA, signB,
	output logic result_sign);
	logic [3:0] biggerfract;
ex2 big (
			.fractA(fractA),
			.fractB(fractB),
			.expA(expA),
			.expB(expB),
			.biggerfract(biggerfract));
always_comb begin 
	if (biggerfract == fractA)
		result_sign = signA;
	else 
		result_sign = signB;
end
endmodule
module subexp ( 
					input logic [2:0] a,b,
					input logic cin,
					output logic [3:0] result);
	logic [2:0] cout;			
adder subexp1 ( 
					.a(a[0]),
					.b(b[0] ^ cin),
					.cin(cin),
					.sum(result[0]),
					.cout(cout[0]));
adder subexp2 ( 
					.a(a[1]),
					.b(b[1] ^ cin),
					.cin(cout[0]),
					.sum(result[1]),
					.cout(cout[1]));
adder subexp3 ( 
					.a(a[2]),
					.b(b[2] ^ cin),
					.cin(cout[1]),
					.sum(result[2]),
					.cout(cout[2]));
adder subexp4 ( 
					.a(0),
					.b(cin),
					.cin(cout[2]),
					.sum(result[3]));
endmodule 			
module adder ( 
		input logic a, b, cin,
		output logic cout, sum);
		assign cout = (a & b)  | ((a ^ b ) & cin);
		assign sum = a ^ b ^ cin;
endmodule 
module subfract (
	input logic [3:0] fractA,fractB,
	input logic cin,
	output logic [4:0] result);
	logic [3:0] cout;
adder subfract1 (
						.a(fractA[0]),
						.b(fractB[0] ^ cin),
						.cin(cin),
						.cout(cout[0]),
						.sum(result[0]));
adder subfract2 (
						.a(fractA[1]),
						.b(fractB[1] ^ cin),
						.cin(cout[0]),
						.cout(cout[1]),
						.sum(result[1]));
adder subfract3 (
						.a(fractA[2]),
						.b(fractB[2] ^ cin),
						.cin(cout[1]),
						.cout(cout[2]),
						.sum(result[2]));
adder subfract4 (
						.a(fractA[3]),
						.b(fractB[3] ^ cin),
						.cin(cout[2]),
						.cout(cout[3]),
						.sum(result[3]));
adder subfract5 (
						.a(1'b0),
						.b(cin),
						.cin(cout[3]),
						.sum(result[4]));
endmodule 
### /design/flow/run.sh
#!/bin/bash
# OpenROAD 26Q1-2900-gdf79404cd8, Yosys 0.63+post, stock flow scripts
make -C /OpenROAD-flow-scripts/flow DESIGN_CONFIG=/design/flow/config.mk WORK_HOME=/design/flow/orfs finish
==> results.txt <==
run metrics: RD Place Congestion=0.8014, crit path max fanout=3, Leak=0.2902 nW, worst slew pin tran=around 0.46 ns, yosys synthesis warning count=4, vias in the first global route=just under 400, total power=0.09546 mW, final cycle utilization of the critical path=1.053, Power Dens Cells=around 160 mW/mm^2, fin area=around 600 sq um, synthesis area per yosys=294.0 sq um, Top cells excl fill/tap=clkdlybuf4s50_1 (10), inv_1 (9), buf_4 (9), ha_1 (4), violated checks=setup timing, layout cells sized above 1=0.3871, Initial Utilization=0.08608, Worst VDD drop=just under 60 uV, Mean Syn Cell Area=8.168 sq um, cell area after synthesis=about 300 sq um, RSZ-0062 raised after global routing=true, Final Critical Period=2.948 ns, initial antenna violation count=0, first-pass GRT wire length=approximately 1700 microns, startpoint type of the worst setup path=primary input, Setup CP Type=primary input to output port, drt wl/cell=8.343 microns, DRT Pass-1 Iters=2, chip height=around 80 microns, placed inst area=589.3 sq um, Slew Viols, Final=0, Flop area=0 sq um, yosys cell count=36, HP Class=primary input to output port, # IOs=17, DR vias/cell=roughly 3.2, pin count of the biggest net entering global routing=4, Netlist cell types=17, Final Hold Vio Count=0, DR DRC count=0, most numerous logic cell after layout=clkdlybuf4s50_1, # setup viols final=1, Layout area overhead=108.5%, IO buf count=17, MaxCap Viol Count=0, Fill cells=387, Iteration-0 DRC Markers=7, post-route setup slack=-0.1480 ns, # diodes=0, clock buffer count=0, Syn Inst Count=36, Synth Seq Share=0, total track usage=0.03053, die width=roughly 80 microns, Overflow after GRT=0, Worst Setup End Kind=output port, routed wire length=~900 microns, Max Clk Rate=roughly 340 MHz, Critical Path RT=~2.2 ns, tool warnings=35, WP data arrival=between 2 and 2.5 ns, hpwl dp=between 800 and 900 microns, Slew headroom=0.6918, depth of the worst hold-timing path=4, Die ar.=0.006400 sq mm, Vias=between 300 and 400, flop count=0, core area=0.003416 sq mm, comb. cell area=285.3 sq um, site row count=21, status=finished, violations left, DRT antenna net count=0
synthesized netlist by cell type:
| master | instances | share of area |
|---|---|---|
| a21o_1 | 1 | 0.026 |
| a21oi_1 | 1 | 0.017 |
| a31oi_1 | 2 | 0.043 |
| fa_1 | 1 | 0.068 |
| ha_1 | 6 | 0.26 |
| inv_1 | 11 | 0.14 |
| nand2b_1 | 1 | 0.021 |
| nand3_1 | 1 | 0.017 |
| nand4b_4 | 1 | 0.081 |
| o211ai_2 | 1 | 0.043 |
| o21ai_0 | 2 | 0.034 |
| o221a_1 | 1 | 0.038 |
| o221a_2 | 1 | 0.038 |
| o311a_2 | 1 | 0.038 |
| o311ai_0 | 1 | 0.030 |
| or3_1 | 1 | 0.021 |
| xnor2_1 | 3 | 0.089 |
layout make-up:
| cell class | instances | area share |
|---|---|---|
| inverter | 11 | 0.07143 |
| multi-input combinational | 25 | 0.4653 |
| timing repair buffer | 26 | 0.3694 |
| tap | 46 | 0.09388 |
metrics by stage:
step	std cells	setup TNS, ns	util	setup WS (ns)	hold WS, ns
after floorplan	36	0	-	0.005696	1.250
final	108	-0.1480	0.1795	-0.1480	1.791
after global routing	108	-0.2491	0.1795	-0.2491	1.845
after CTS	108	-0.2000	0.1773	-0.2000	1.804
after global placement	108	-0.9507	0.1725	-0.9507	2.091
after detailed placement	108	-0.9668	0.1725	-0.9668	2.100
report_power, final:
group / switching (mW) / internal (mW) / total [mW] / leakage [nW]
clock network: 0 / 0 / 0 / 0
logic: 0.0371 / 0.0584 / 0.0955 / 0.290
registers: 0 / 0 / 0 / 0
total: 0.0371 / 0.0584 / 0.0955 / 0.290
cell families (layout without fill, tap and decap cells):
family,count (synthesis),after routing,share of synthesized area
simple gates,4,4,0.1404
compound gates,11,11,0.3064
xor+xnor,3,3,0.08938
buf+inv,11,37,0.1404
fa+ha+maj,7,7,0.3234
worst max-delay path, cell delays in order:
cell,delay (ns)
buf_6,0.09
ha_4,0.26
a21oi_2,0.06
fa_1,0.52
nand4b_4,0.12
o221a_4,0.23
or3_4,0.36
o211ai_2,0.07
buf_2,0.11
repair_timing:
item                                    4_1_cts  5_1_grt
pin swaps                                     8        3
resized                                      26        2
setup buffers                                 0        0
endpoints found under the setup margin        1        1
hold buffers                                  0        0
per-layer routing:
| metal | GRT usage | vias to the layer above | part of all wire |
|---|---|---|---|
| li1 | - | 183 | - |
| met1 | 0.04970 | 142 | 0.58 |
| met2 | 0.03692 | 17 | 0.28 |
| met3 | 0.01250 | 0 | 0.14 |
| met4 | 0 | 0 | 0 |
| met5 | 0 | - | 0 |
final timing paths:
check | from | end | slack [ns]
setup / recovery | expA[1] | result_sign | -0.15
hold / removal | signA | result_sign | 1.79
Power figures rest on the tool's default switching activity, not on a simulated workload.
